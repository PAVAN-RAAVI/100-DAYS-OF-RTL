**design/flow/design.v**
```verilog
`timescale 1ns / 1ps
module MODN_COUNTER # (parameter N = 10,parameter WIDTH = 4)
 ( input   clk,
   input   reset,
   input UPORDOWN,
      output  reg[WIDTH-1:0] COUNT);
 always @ (posedge clk )
 begin
   if (reset==1)
    COUNT <= 0;
   else 
   if(UPORDOWN==1)       
            if (COUNT == N-1) 
      COUNT <= 0;
            else
       COUNT<=COUNT+1;   
   else                 
     if(COUNT==0)
   COUNT<=N-1;
      else
      COUNT<=COUNT-1;     
   end
endmodule
```
**design/flow/config.mk**
```make
export PLATFORM = sky130hd
export DESIGN_NAME = MODN_COUNTER
export DESIGN_NICKNAME = MODN_COUNTER
export VERILOG_FILES = /design/flow/design.v
export SDC_FILE = /design/flow/constraint.sdc
export NUM_CORES = 4
export LEC_CHECK = 1
export CORE_AREA = 10 10 70 70
export DIE_AREA = 0 0 80 80
```
**design/flow/run.sh**
```bash
#!/bin/bash
# OpenROAD 26Q1-2900-gdf79404cd8, Yosys 0.63+post, stock flow scripts
make -C /OpenROAD-flow-scripts/flow DESIGN_CONFIG=/design/flow/config.mk WORK_HOME=/design/flow/orfs finish
```
**design/flow/constraint.sdc**
```tcl
current_design MODN_COUNTER

set clk_period 2.0
set clk_io_pct 0.2

create_clock -name clk0 -period $clk_period [get_ports {clk}]

set non_clock_inputs [all_inputs -no_clocks]
set_input_delay [expr $clk_period * $clk_io_pct] -clock clk0 $non_clock_inputs
set_output_delay [expr $clk_period * $clk_io_pct] -clock clk0 [all_outputs]
```
==> impl_metrics.ini <==
; synthesis and place-and-route metrics
[clock_tree]
tritoncts = done
cts.path.max_buffers = 2
ctsHoldBuffers = 0
clk_pin_slew_ns = 0.04
postCtsResizedCells = 0
cts_made_buffers = 3
post-cts-setup-buffer-count = 0
root_buffer = clkbuf_4
h-tree-depth = 1
clk_latency_ns = 0.24
cts_sinks = 4

[yosys]
syn_inst = 28
synth_area_leader_cell = dfxtp_1
edf_count = 0
async_flop_share = 0
synth.area.top_cells = dfxtp_1 34%, buf_6 4.7%, a21oi_1 4.2%
ys_cells = 28
common_cells = 4 x dfxtp_1, 2 x a21oi_1, 2 x inv_1, 2 x o21ai_0
most_common_cell = dfxtp_1
dominantRegCellSynth = dfxtp_1
synth_flops = 4
synth_warnings = 1
synth.avg_cell_area_um2 = 8.49
top_area_frac = 0.337
seq_area_frac_synth = 0.337
syn_area_um2 = 238
ys_types = 22
yosys_area_um2 = 238

[setup_path]
critPathLaunchType = register
required_ns = 1.60
worst-path-buf-inv = 1
endpoint_kind = primary output
critPathMaxStageDelay_ns = 0.53
crit_type = register to primary output
arrival_ns = 1.27
ff2ff_path_depth = 3
reg2reg_slack_ns = 0.77
path_max_fanout = 10
cp_cell_sequence = clkdlybuf4s50_1
cp_top_family = buffers and inverters
cp_slowest_cell = clkdlybuf4s50_1
rr_endpoint = COUNT[3]
r2r_start = COUNT[0]

[flow_run]
cap_violations = 0
warning_count = 25

[power_and_ir_drop]
leakagePower_nw = 0.113
swShare = 0.270
ir_drop_mv = 0.102
seq_power_share = 0.405
combPwrFrac = 0.182
power_w = 0.000258
p_switching_w = 0.0000697
power_density_mw_per_mm2 = 704
intPower_w = 0.000188
pwr-share-clk = 0.412

[global_route]
grtUsageTotal = 0.0155
grt_overflow = 0
antenna_found_initial = 0
grt_pass1_vias = 211
grt_pass1_wl_um = 841
grt_max_degree = 11

[place]
place_inst = 79
dp_hpwl_um = 384
gp_congestion = 0.725
port_buffers = 6
placed_area_um2 = 344

[floorplan]
rows = 21
fp.dieH_um = 80
core_area_mm2 = 0.00342
fp_util = 0.0696
die_x_um = 80
ios = 7
die-area_mm2 = 0.00640

[final_timing]
setup_tns_ns = 0
min_period_ns = 1.67
rsz0062_at_grt = false
setup_violations = 0
slew_viol_final = 0
timing.slew.headroom = 0.782
max_freq_mhz = 598
fin_crit_sh = 0.837
finClkSkew_ns = 0.00192
hold_viol = 0
worst_pin_slew_ns = 0.327

[drt]
vias = 233
wl_met3_um = 101
antenna_left = 0
wl_met1_um = 264
drc = 0
drt_wl_total_um = 556
detail_route.wl_per_cell_um = 6.78
antennaDiodeCount = 0
drt_pass1_iterations = 2
drtIter0Drc = 8
dr_wl_met2_um = 189
viasPerCell = 2.84
top_layer = met3

[finish]
final_design_area_no_fill_um2 = 367
largest_reg_flops = 4
layoutNonFillerInstCount = 82
drive_gt1_frac = 0.139
fillers = 395
largest-register = COUNT
top_regs = COUNT: 4 flops
final_util = 0.107
ff_latch_area_um2 = 80.1
comb_area_um2 = 139
area_delta_synth_final_pct = 54.2

[hold_path]
hold_path_depth = 1
hold_class = register to register
min-delay-start = COUNT[0]
min_to = COUNT[0]

[status]
outcome = finished clean
[power by group through the flow]
stage,clock (W),combinational (W),sequential (W)
after global routing,0.000117,0.0000528,0.000106
after CTS,0.000109,0.0000478,0.000104
final,0.000106,0.0000471,0.000105
[placed cells by master (no fill, tap or decap), types with 2 or more instances in the layout]
cell             Yosys  layout
dfxtp_1              4       4
inv_1                2       2
o21ai_0              2       2
a21oi_1              2       2
clkdlybuf4s50_1      0       6
clkbuf_4             0       3
[through the flow]
stage | setup WS, ns | hold WS, ns
floorplan | 0.829 | 0.467
global placement | 0.281 | 0.539
detailed placement | 0.277 | 0.564
CTS | 0.312 | 0.573
global route | 0.272 | 0.603
finish | 0.326 | 0.574
[logic make-up (layout without fill, tap and decap cells)]
logic type | count (synthesis) | in the layout | synth area share
and+or+nand+nor | 10 | 10 | 0.263
AOI/OAI and AO/OA | 9 | 9 | 0.247
DFF | 4 | 4 | 0.337
buffers and inverters | 3 | 11 | 0.0790
xor gates and xnor gates | 2 | 2 | 0.0737
[worst register-to-register path, stage by stage, from the launching register on]
cell and delay [ns]:
dfxtp_1 0.40, or3_1 0.40, o31a_1 0.24, a31oi_1 0.12
[final cells by class]
class                      instances  share of cell area
clock buffer                       3              0.0614
inverter                           2              0.0205
multi-input combinational         21               0.379
sequential                         4               0.218
tap                               46               0.157
timing repair buffer               6               0.164
[how the worst max path moves through the flow]
| stage | startpoint | end | slack, ns | depth (start not counted) |
|---|---|---|---|---|
| after CTS | COUNT[0] | COUNT[0] | 0.31 | 1 |
| after global routing | COUNT[0] | COUNT[0] | 0.27 | 1 |
| final | COUNT[0] | COUNT[0] | 0.33 | 1 |
[layer usage]
metal | vias to the layer above | global-route usage
met2 | 9 | 0.0233
met1 | 105 | 0.0166
met3 | 0 | 0.0102
met5 | - | 0
li1 | 119 | -
met4 | 0 | 0.00704
Power and IR drop assume default switching activity.
