==> flow/design.v <==
`timescale 1ns / 1ps
module FOUR_BCD(A,B,S,C,C0);
input [3:0]A,B;
input C0;
output [3:0]S;
output C;
wire C1,C2,C3,C4,C5;
wire [3:0]X,Z;
and (C1,Z[3],Z[2]);
and (C2,Z[3],Z[1]);
or (C,C3,C1,C2);
xor(C5,C,C);
assign X[2]=C;
assign X[1]=C;
assign X[3]=C5;
assign X[0]=C5;
FOUR_BIT_ADDER F_1(A,B,C0,Z,C3);
FOUR_BIT_ADDER F_2(X,Z,C0,S,C4);
endmodule
module full_adder12(a,b,c,s,co);
input a,b,c;
output s,co;
assign s=a^b^c;
assign co=(a&b)|(b&c)|(c&a);
endmodule
module FOUR_BIT_ADDER(x,y,cin,sum,cout);
input [3:0]x,y;
input cin;
output [3:0]sum;
output cout;
wire c0,c1,c2;
full_adder12 fa0(.a(x[0]),.b(y[0]),.c(cin),.s(sum[0]),.co(c0));
full_adder12 fa1(.a(x[1]),.b(y[1]),.c(c0),.s(sum[1]),.co(c1));
full_adder12 fa3(.a(x[2]),.b(y[2]),.c(c1),.s(sum[2]),.co(c2));
full_adder12 fa4(.a(x[3]),.b(y[3]),.c(c2),.s(sum[3]),.co(cout));
endmodule
==> flow/run.sh <==
#!/bin/bash
# OpenROAD 26Q1-2900-gdf79404cd8, Yosys 0.63+post, stock flow scripts
make -C /OpenROAD-flow-scripts/flow DESIGN_CONFIG=/design/flow/config.mk WORK_HOME=/design/flow/orfs finish
==> flow/config.mk <==
export PLATFORM = sky130hd
export DESIGN_NAME = FOUR_BCD
export DESIGN_NICKNAME = FOUR_BCD
export VERILOG_FILES = /design/flow/design.v
export SDC_FILE = /design/flow/constraint.sdc
export NUM_CORES = 4
export LEC_CHECK = 1
export CORE_AREA = 10 10 70 70
export DIE_AREA = 0 0 80 80
==> flow/constraint.sdc <==
current_design FOUR_BCD

set clk_period 6.3
set clk_io_pct 0.2

create_clock -name clk0 -period $clk_period

set non_clock_inputs [all_inputs -no_clocks]
set_input_delay [expr $clk_period * $clk_io_pct] -clock clk0 $non_clock_inputs
set_output_delay [expr $clk_period * $clk_io_pct] -clock clk0 [all_outputs]
==> results_dict.tcl <==
# place-and-route summary
set metrics [dict create \
    share_of_synthesized_area_occupied_by_flip_flops_and_latches_pct 0 \
    grt_antenna_before_repair 0 \
    fmax_mhz 167.9 \
    pin_count_of_the_biggest_net_entering_global_routing 4 \
    timing.critical_path.arrival_ns 4.70 \
    chip_area_um2 6400 \
    globalRouteOverflowTotal 0 \
    wire_per_inst_um 7.225 \
    worst_slew_margin_rel_pct 79.29 \
    warning_count 32 \
    post_cts_buffers 0 \
    netlist_instances 24 \
    mostFrequentLayoutCells "14 x clkdlybuf4s50_1, 7 x inv_1, 5 x fa_1" \
    syn-mean-instance-area_um2 8.811 \
    grt_pass1_wl_um 1035 \
    worst-setup-path-type "input port to output pin" \
    layout.sequential_cells 0 \
    use_met1_pct 2.550 \
    ys_chip_area_um2 211.5 \
    dr.pass1.iters 1 \
    power_uw 54.37 \
    rsz_0062_raised_after_global_routing "false" \
    layout_min_cycle_time_ns 5.955 \
    synth_area_um2 211.5 \
    critical_path.endpoint_type "output pin" \
    synth.top_cells.by_area "fa_1 47%, buf_4 14%, inv_1 12%" \
    worstMarginPinSlew_ns 0.3107 \
    synth_cell_types 11 \
    finalHoldViolCount 0 \
    via_count_of_the_first_global_routing_pass 213 \
    drcViolationCount 0 \
    cp.required_ns 5.04 \
    grt_use_total_pct 1.975 \
    final.setup.tns_ns 0 \
    ant_nets 0 \
    detail_route.vias_per_cell 2.063 \
    run_status "finished, final reports clean" \
    grt-busiest-layer "met1" \
    crit_path_max_fanout 3 \
    clock_buffers 0 \
    synth.yosys.warnings 0 \
    gr-usage-met2_pct 2.408 \
    ys_cells 24 \
    cts-resized-gates 0 \
    min_period_over_period_pct 94.52 \
    drt_first_iter_violations 0 \
    floorplan.die.height_um 80 \
    report.final.setup_viol 0 \
    timing.hold.worst.class "input port to output pin" \
    layout_top_cell "clkdlybuf4s50_1" \
    post_cts_hold_buffer_count 0 \
    worst_slack_ns 0.3450 \
    via_count 165 \
    pre_cts_ws_ns 0.3209 \
    floorplan.rows 21 \
    n_antenna_cell 0 \
    placeableCoreArea_um2 3416 \
    power_leakage_uw 0.0001541 \
    gp_congestion 0.8280 \
    numPortBuffers 14 \
    use_met3_pct 1.932 \
    wirelength_um 578 \
    worstSetupStartpointType "input port" \
    core_util_floorplan_pct 6.190 \
    top_cell_area_share_pct 47.34 \
    worst_ir_drop_vdd_mv 0.03069 \
    area_growth_pct 79.29 \
    final-max-slew-violation-count 0 \
    io_pins 14 \
    largest_area_cell "fa_1" \
    maxCapViolations 0 \
    power_density_nw_per_um2 143.4 \
    layout.area.seq_um2 0 \
    fraction_of_final_layout_cells_sized_beyond_drive_strength_1_pct 0 \
    dieWidth_um 80 \
]
[power breakdown]
| group | leakage [uW] | switching, uW | internal (uW) | total (uW) |
|---|---|---|---|---|
| clock network | 0 | 0 | 0 | 0 |
| logic | 0.000154 | 17.8 | 36.6 | 54.4 |
| registers | 0 | 0 | 0 | 0 |
| total | 0.000154 | 17.8 | 36.6 | 54.4 |
[kinds of logic after synthesis]
family                   synth area share (%)
XOR/XNOR                                4.143
AND-OR/OR-AND                           9.468
adder cells (fa/ha/maj)                 53.26
buffers and inverters                   26.63
AND/OR/NAND/NOR                         6.507
[final timing paths]
path | from | end | slack, ns | depth (start not counted)
hold / removal | B[0] | S[0] | 3.61 | 3
setup / recovery | B[0] | S[2] | 0.34 | 12
[Yosys cell counts]
master / count
a21o_1: 1
a21oi_1: 1
buf_4: 4
fa_1: 5
ha_1: 1
inv_1: 7
nand2_1: 1
nand2b_1: 1
nor2_1: 1
o21a_1: 1
xnor2_1: 1
[per-layer routing]
| metal | wire length [um] | up-vias |
|---|---|---|
| met4 | 0 | 0 |
| li1 | - | 85 |
| met5 | 0 | - |
| met2 | 125 | 13 |
| met1 | 279 | 67 |
| met3 | 172 | 0 |
[stage by stage]
stage          utilization [%]  std cells  area [um^2]  hold WS, ns
3_5_place_dp             11.10         80        379.1        3.602
2_1_floorplan                -         24        211.5        2.707
3_3_place_gp             11.10         80        379.1        3.592
5_1_grt                  11.10         80        379.1        3.636
6_report                 11.10         80        379.1        3.605
4_1_cts                  11.10         80        379.1        3.614
[layout make-up]
type,instances,area [um^2]
well taps,46,57.56
inverters,7,26.28
fillers,401,3037
repair buffers,14,140.1
multi-input cells,13,155.1
[worst max-delay path, cell delays in order]
cell and delay (ns):
clkdlybuf4s50_1 0.49, ha_1 0.15, nor2_1 0.05, fa_1 0.38, fa_1 0.36, inv_1 0.07
fa_1 0.45, a21oi_1 0.30, fa_1 0.25, fa_1 0.41, inv_1 0.06, clkdlybuf4s50_1 0.46
Power and IR drop assume default switching activity.
