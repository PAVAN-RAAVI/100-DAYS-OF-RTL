===== design/flow/config.mk =====
export PLATFORM = sky130hd
export DESIGN_NAME = Carrylook_Ahead
export DESIGN_NICKNAME = Carrylook_Ahead
export VERILOG_FILES = /design/flow/design.v
export SDC_FILE = /design/flow/constraint.sdc
export NUM_CORES = 4
export LEC_CHECK = 1
export CORE_AREA = 10 10 70 70
export DIE_AREA = 0 0 80 80

===== design/flow/constraint.sdc =====
current_design Carrylook_Ahead

set clk_period 3.0
set clk_io_pct 0.2

create_clock -name clk0 -period $clk_period

set non_clock_inputs [all_inputs -no_clocks]
set_input_delay [expr $clk_period * $clk_io_pct] -clock clk0 $non_clock_inputs
set_output_delay [expr $clk_period * $clk_io_pct] -clock clk0 [all_outputs]

===== design/flow/design.v =====
`timescale 1ns / 1ps
module Carrylook_Ahead(a,b,cin,sum,cout);
input [3:0] a, b;  
input cin;
output [3:0] sum;
output cout;
and (g0, a[0], b[0]),
(g1, a[1], b[1]),
(g2, a[2], b[2]),
(g3, a[3], b[3]);
xor (p0, a[0], b[0]),
(p1, a[1], b[1]),
(p2, a[2], b[2]),
(p3, a[3], b[3]);
xor (sum[0], p0, cin),
(sum[1], p1, c0),
(sum[2], p2, c1),
(sum[3], p3, c2); 
assign c0 = g0 | (p0 & cin),
c1 = g1 | (p1 & g0) | (p1 & p0 & cin),
c2 = g2 | (p2 & g1) | (p2 & p1 & g0)
 | (p2 & p1 & p0 & cin),
c3 = g3 | (p3 & g2) | (p3 & p2 & g1)
 | (p3 & p2 & p1 & g0)
 |(p3 & p2 & p1 & p0 & cin);
assign cout = c3;
endmodule

===== design/flow/run.sh =====
#!/bin/bash
# OpenROAD 26Q1-2900-gdf79404cd8, Yosys 0.63+post, stock flow scripts
make -C /OpenROAD-flow-scripts/flow DESIGN_CONFIG=/design/flow/config.mk WORK_HOME=/design/flow/orfs finish

==> impl_metrics.json <==
{
  "period_needed_ns": 2.860,
  "place_area_sq_um": 367.9,
  "ys_cells": 20,
  "hold-path-endpoint": "sum[2]",
  "num_antenna_cells": 0,
  "fp_util": 0.04982,
  "slew_headroom": 0.8983,
  "critical_path.slowest_cell": "sky130_fd_sc_hd__clkdlybuf4s50_1",
  "syn_to_final_growth_pct": 123.5,
  "vias_per_cell": 2.200,
  "grt_pass1_wl_microns": 876,
  "post_route_cells_drive_above_1_share": 0.1176,
  "cpPeakStageDelay_ns": 0.48,
  "layout.clock_buffers": 0,
  "final_cell_count_no_fill": 80,
  "first_global_vias": 184,
  "number_of_antenna_violations_at_the_first_check_in_global_routing": 0,
  "synth.distinct_cells": 10,
  "critical_path_peak_fanout": 3,
  "peak_vdd_ir_mv": 0.07653,
  "groute.usage.overall": 0.01735,
  "critical_path.startpoint_type": "primary input",
  "min_path_type": "primary input to output pin",
  "rsz0062_at_grt": "no",
  "seqCellArea_sq_um": 0,
  "routability_congestion_estimate_from_global_placement": 0.6977,
  "total_leakage_power_uw": 0.0001748,
  "final_cell_area_sq_um": 380.4,
  "postRouteAntennaNets": 0,
  "post-route-util": 0.1114,
  "kind_of_critical_path": "primary input to output pin",
  "dieWidth_microns": 80,
  "timing_hold_violations_final": 0,
  "drt-wirelength-per-cell_microns": 6.875,
  "wirelength_microns": 550,
  "fp.dieH_microns": 80,
  "post-cts-setup-buffer-count": 0,
  "tool_warnings": 33,
  "max_clock_freq_ghz": 0.3496,
  "worst-path-buf-inv": 2,
  "critical-path-top-cell-by-count": "sky130_fd_sc_hd__clkdlybuf4s50_1",
  "synth_area_sq_um": 170.2,
  "grt_start_max_net_pins": 4,
  "cpLargestDelayFamily": "buffers and inverters",
  "design.seq.count": 0,
  "drtPass1Iterations": 2,
  "cp.arrival_ns": 2.26,
  "vias": 176,
  "ys_seq_frac": 0,
  "hold_slack_ns": 1.902,
  "drtIter0Drc": 8,
  "slew_viol_final": 0,
  "synth-area-yosys_sq_um": 170.2,
  "port_buffers": 14,
  "dpl.cell_count": 80,
  "worst_ep_required_time_ns": 2.40,
  "placementRows": 21,
  "outcome": "finished, final reports clean",
  "place.detailed.hpwl_microns": 518.7,
  "post_detailed_route_drc_marker_count": 0,
  "min-delay-start": "a[0]",
  "worst-slew-pin-transition_ns": 0.1521,
  "setup_tns_ns": 0,
  "coreArea_sq_um": 3416,
  "yosysWarningCount": 12,
  "power-per-cell-area_nw_per_um2": 169.5,
  "grt_remaining_overflow": 0,
  "syn_area_per_cell_sq_um": 8.508,
  "critical_path.cell_chain": "clkdlybuf4s50_1 > ha_1 > a21oi_2 > o21ai_2 > xor2_1 > clkdlybuf4s50_1",
  "timing.critical_path.to_type": "output pin",
  "chip_area_sq_um": 6400,
  "number_of_failing_setup_endpoints_in_the_final_timing_report": 0,
  "maxCapViolations": 0,
  "min_path_cells": 6,
  "fin_crit_sh": 0.9535,
  "io_pins": 14,
  "post_synth_inst_count": 20
}
[stage by stage]
stage	power (uW)	setup WS (ns)
global route	73.35	0.01691
CTS	65.48	0.04709
global placement	63.63	0.08968
finish	64.46	0.1396
floorplan	23.22	1.085
detailed placement	64.81	0.06936
[kinds of logic after synthesis]
kind of cell               Yosys count  share of synthesized area
AOI/OAI and AO/OA                    6                     0.2500
xor gates and xnor gates             3                     0.1544
adders and majority gates            6                     0.4853
buffers and inverters                4                    0.08821
and+or+nand+nor                      1                    0.02204
[area by class of cell]
type,instances,area [sq um]
inverters,4,15.01
repair buffers,14,145.1
fillers,404,3035
well taps,46,57.56
multi-input cells,16,162.7
[worst min-delay path, stage by stage]
cell and delay (ns):
sky130_fd_sc_hd__dlymetal6s2s_1 0.14, sky130_fd_sc_hd__ha_1 0.17, sky130_fd_sc_hd__a21o_1 0.10, sky130_fd_sc_hd__a21oi_2 0.06, sky130_fd_sc_hd__xnor2_1 0.14, sky130_fd_sc_hd__dlymetal6s2s_1 0.10
[where the power goes]
part,switching (uW),internal (uW)
registers,0,0
logic,21.3,43.2
clock network,0,0
total,21.3,43.2
[Yosys cell counts]
master | number | area, sq um
sky130_fd_sc_hd__ha_1 | 5 | 62.56
sky130_fd_sc_hd__a21o_1 | 2 | 15.01
sky130_fd_sc_hd__a21oi_2 | 1 | 8.760
sky130_fd_sc_hd__fa_1 | 1 | 20.02
sky130_fd_sc_hd__xor2_1 | 1 | 8.760
sky130_fd_sc_hd__nand2_1 | 1 | 3.750
sky130_fd_sc_hd__inv_1 | 4 | 15.01
sky130_fd_sc_hd__xnor2_1 | 2 | 17.52
sky130_fd_sc_hd__o21ai_2 | 1 | 8.760
sky130_fd_sc_hd__a21oi_1 | 2 | 10.01
[what timing repair did]
action | 4_1_cts | 5_1_grt
endpoints found under the setup margin | 0 | 2
hold buffers | 0 | 0
gates resized | 0 | 4
[worst max path at each step]
stage	start	slack (ns)	depth (start not counted)	endpoint
after CTS	a[0]	0.05	6	sum[2]
after global routing	b[0]	0.02	6	sum[3]
final	b[0]	0.14	6	sum[3]
[layout by cell type (no fill, tap or decap)]
master	synthesis	routed
sky130_fd_sc_hd__xnor2_1	2	2
sky130_fd_sc_hd__a21oi_2	1	3
sky130_fd_sc_hd__ha_1	5	5
sky130_fd_sc_hd__inv_1	4	4
sky130_fd_sc_hd__o21ai_2	1	1
sky130_fd_sc_hd__xor2_1	1	1
sky130_fd_sc_hd__fa_1	1	1
sky130_fd_sc_hd__clkdlybuf4s50_1	0	12
sky130_fd_sc_hd__dlymetal6s2s_1	0	2
sky130_fd_sc_hd__a21o_1	2	2
sky130_fd_sc_hd__nand2_1	1	1
[metal layers]
| metal | global-route usage | up-vias | share of wire |
|---|---|---|---|
| met1 | 0.02982 | 67 | 0.58 |
| met2 | 0.01445 | 13 | 0.19 |
| met5 | 0 | - | 0 |
| met3 | 0.01364 | 0 | 0.22 |
| li1 | - | 96 | - |
| met4 | 0 | 0 | 0 |
Power is estimated from default activity; no workload was simulated.
